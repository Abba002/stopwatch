==> flow/run.sh <==
#!/bin/bash
# OpenROAD 26Q1-2900-gdf79404cd8, Yosys 0.63+post, stock flow scripts
make -C /OpenROAD-flow-scripts/flow DESIGN_CONFIG=/design/flow/config.mk WORK_HOME=/design/flow/orfs finish
==> flow/design.v <==
module debouncer(
    input clk,
    input button,
    output reg clean_button 
);
reg [19:0] count =0;
reg button_state =0;
always @ (posedge clk) begin
    if (button==button_state)
        count <=0;
    else begin
        count <= count+1;
        if (count >= 1000000) begin
            button_state <= button;
            clean_button <= button;
            count<=0;
        end
    end
end
endmodule
module clock_divider(
    input clk,    
    input reset,
    output reg clk_1hz,  
    output reg clk_10hz  
);
reg [26:0] count_1hz = 0;
reg [26:0] count_10hz = 0;
always @(posedge clk or posedge reset) begin
    if (reset) begin
        count_1hz <=0;
        count_10hz <=0;
        clk_1hz <=0;
        clk_10hz <=0;
    end
    else begin
        if (count_1hz >=50000000-1) begin
            count_1hz =0;
            clk_1hz = ~clk_1hz;
        end
        else 
        count_1hz = count_1hz+1;
        if (count_10hz>= 5000000-1) begin
            count_10hz<= 0;
            clk_10hz<=~clk_10hz;
        end
        else
        count_10hz = count_10hz +1;
    end
end
endmodule
module stopwatch(
    input clk_10hz, 
    input clk_1hz,
    input start_stop,  
    input reset,  
    output reg [3:0] sec_ones,  
    output reg [3:0] sec_tens,  
    output reg [3:0] tenths  
);
reg running =0;
always @ (posedge start_stop) begin
    running <= ~running;
end
always @ (posedge clk_10hz or posedge reset) begin
    if (reset) begin
        tenths <= 0;
        sec_ones <=0;
        sec_tens <=0;
    end
    else if (running) begin
        if (tenths==9) begin
            tenths =0;
            if(sec_ones==9) begin
                sec_ones <=0;
                if (sec_tens==9)
                    sec_tens <=0;
                else 
                    sec_tens <= sec_tens+1;
            end
            else
                sec_ones <= sec_ones+1;
        end
        else tenths <= tenths +1;
    end
end
endmodule
module seven_seg_display(
    input [3:0] digit1,  
    input [3:0] digit2,  
    input [3:0] digit3,  
    input clk,  
    output reg [6:0] seg,  
    output reg [3:0] an,  
    output reg dp
);
reg [1:0] digit_select=0;
always @ (posedge clk) begin
    digit_select = digit_select +1;
    case(digit_select)
        2'b00: begin an <= 4'b1110; seg <= hex_to_seg(digit3);dp <= 1; end
        2'b01: begin an <= 4'b1101; seg <= hex_to_seg(digit2);dp <= 0; end
        2'b10: begin an <= 4'b1011; seg <= hex_to_seg(digit1);dp <= 1; end
        2'b11: begin an <= 4'b0111; seg <= 7'b1111111; dp <= 1; end
    endcase
end
function [6:0] hex_to_seg;
    input [3:0] num;
    case (num)
        4'h0: hex_to_seg = 7'b1000000;
        4'h1: hex_to_seg = 7'b1111001;
        4'h2: hex_to_seg = 7'b0100100;
        4'h3: hex_to_seg = 7'b0110000;
        4'h4: hex_to_seg = 7'b0011001;
        4'h5: hex_to_seg = 7'b0010010;
        4'h6: hex_to_seg = 7'b0000010;
        4'h7: hex_to_seg = 7'b1111000;
        4'h8: hex_to_seg = 7'b0000000;
        4'h9: hex_to_seg = 7'b0010000;
        default: hex_to_seg = 7'b1111111;
    endcase
endfunction
endmodule
module stopwatch_topmodule(
    input clk,
    input raw_start_stop,
    input raw_reset,
    output [6:0] seg,
    output [3:0] an,
    output dp
);
wire clk_1hz,clk_10hz;
wire start_stop, reset;
wire [3:0] sec_ones, sec_tens, tenths;
clock_divider clk_div(.clk(clk), .reset(reset), .clk_1hz(clk_1hz), .clk_10hz(clk_10hz));
debouncer debounce_start(.clk(clk), .button(raw_start_stop), .clean_button(start_stop));
debouncer debounce_reset(.clk(clk), .button(raw_reset), .clean_button(reset));
stopwatch sw(.clk_10hz(clk_10hz), .clk_1hz(clk_1hz), .start_stop(start_stop), .reset(reset), .sec_ones(sec_ones), .sec_tens(sec_tens), .tenths(tenths));
reg [16:0] count_display =0;
reg clk_1khz =0;
always @(posedge clk ) begin
    if (count_display>=50000-1) begin
        count_display <= 0;
        clk_1khz <= ~clk_1khz;
    end
    else begin
        count_display <= count_display +1;
    end
end
seven_seg_display ssd(.digit1(sec_tens), .digit2(sec_ones), .digit3(tenths), .clk(clk_1khz), .seg(seg), .an(an), .dp(dp));
endmodule
==> flow/config.mk <==
export PLATFORM = sky130hd
export DESIGN_NAME = stopwatch_topmodule
export DESIGN_NICKNAME = stopwatch_topmodule
export VERILOG_FILES = /design/flow/design.v
export SDC_FILE = /design/flow/constraint.sdc
export NUM_CORES = 4
export LEC_CHECK = 1
export CORE_UTILIZATION = 30
==> flow/constraint.sdc <==
current_design stopwatch_topmodule

set clk_period 1.8
set clk_io_pct 0.2

create_clock -name clk0 -period $clk_period [get_ports {clk}]

set non_clock_inputs [all_inputs -no_clocks]
set_input_delay [expr $clk_period * $clk_io_pct] -clock clk0 $non_clock_inputs
set_output_delay [expr $clk_period * $clk_io_pct] -clock clk0 [all_outputs]
==> results.txt <==
Status of the implementation.

- Entering global routing, the biggest net connects 41 pins.
- The highest clock rate is 563 MHz, for reference.
- Per the detail_route report, routed wire per instance is 11.0 um.
- Yosys reports that the most numerous cell types are sky130_fd_sc_hd__dfxtp_1, sky130_fd_sc_hd__nor2_1, sky130_fd_sc_hd__inv_1.
- After floorplanning, the die was sized to cover 20,300 um^2.
- The wire length recorded after detailed routing is 10,800 um.
- The global-route wire length before repair is 18,600 um, for reference.
- The via density per instance is 4.62, for reference.
- The leading area contributor after synthesis is sky130_fd_sc_hd__dfxtp_1, for reference.
- The count of antenna diodes in the layout is 0, for reference.
- The final count of negative-setup-slack endpoints is 0, for reference.
- The path class of the tightest hold or removal check is reg -> async.
- The count of vias placed by the detailed router is 4,518, for reference.
- According to the timing report, the critical path is launched from clk_div.count_10hz[23].
- Per the post-CTS timing run, clock transition at the registers of the reported paths is 0.07 ns.
- The startpoint class of the critical path is a flip-flop, for reference.
- The cell-mix breakdown from Yosys lists the adder-cell area share as 6.34%.
- The path type of the worst setup path is reg -> reg, for reference.
- On the final layout, the worst clock skew is 0.0113 ns.
- The synthesis report lists the most area-consuming cells as sky130_fd_sc_hd__dfxtp_1, sky130_fd_sc_hd__dfrtp_1, sky130_fd_sc_hd__ha_1.
- The final clock period utilization by the worst path is 98.7%, for reference.
- The via count of the first global-routing pass is 4,048, for reference.
- Looking at the reg2reg group, the worst path starts from clk_div.count_10hz[23].
- In this run the core area contains 51 standard-cell rows.
- The accumulated negative setup slack is 0 ns, for reference.
- The power report attributes to the sequential group a share of 52.3%.
- Counting I/O delays and the setup requirement, the final critical path takes 1.78 ns.
- The number of buffer cells added on primary ports is 14, for reference.
- In the final report, the number of hold violations comes to 0.
- The cell at the root of the clock tree is sky130_fd_sc_hd__clkbuf_16, for reference.
- For the worst setup path, the data required time is 2.06 ns.
- The run reported a max-capacitance violation count of 0.
- In the placement report, post-DP HPWL is listed as 7450 um.
- The portion of netlist area occupied by mux cells is 1.44%, for reference.
- The length of the first detailed-routing pass in iterations is 4, for reference.
- The count of endpoints without a timing constraint is 38, for reference.
- The sequential-to-total area share from yosys stat is 43.4%, for reference.
- The script extracted a net switching power of 0.871 mW.
- For this run, the number of standard cells in the final layout without fillers is 977.
- The nature of the critical path endpoint is a flip-flop, for reference.
- TritonCTS built the clock tree.
- Per the CTS log, the maximum H-tree level is 3.
- Counting pins that exceed their max-slew limit in the final report gives 0.
- The run finished with clean final reports.
- The horizontal die dimension reported for this design is 143 um.
- The final weighted congestion in routability-driven placement is 0.815, for reference.
- The flow reports that combinational logic draws 3.0% of the design power.
- The share of final-layout standard cells stronger than drive strength 1 is 13.9%, for reference.
- For this run, design rule violations remaining after detail routing come to 0.
- The critical path arrival is 2.04 ns, for reference.
- The cell-mix breakdown from Yosys lists the XOR/XNOR area share as 8.13%.
- The stage logs contain a warning count of 51.
- The prevailing logic family in the synthesized netlist is simple AND/OR/NAND/NOR gates, for reference.
- The netlist uses 63 different library cells.
- The post-synthesis average cell area is 8.96 um^2, for reference.
- In this run, the synthesized area fraction spent on AND-OR/OR-AND gates is recorded as 12.5%.
- The fraction of registers with async set/reset is 34.5%, for reference.
- The chip area from the yosys synthesis statistics is 5920 um^2, for reference.
- The total cells reported by yosys after synthesis is 661, for reference.
- The netlist area before placement is 5920 um^2, for reference.
- The finished cells cover 7110 um^2.
- The starting DRC count in detailed routing is 193, for reference.
- The remaining global-route overflow is 0, for reference.
- The initial antenna violation count is 0.
- The timer found 26 register pins that no clock reaches; their paths are not timed.
- For this design the ratio of total power to cell area is 589 nW/um^2.
- sky130_fd_sc_hd__dfxtp_1 is the most common cell in the netlist.
- The warning tally printed by Yosys for this design is 5.
- The number of buffers inserted by hold repair at cts is 0, for reference.
- The switching portion of total power comes to 20.8%.
- IR analysis of the VDD net gives a maximum drop of 0.436 mV.
- The synthesized-area fraction occupied by and/or/nand/nor cells is 22.9%, for reference.
- The count of library flops with an enable pin is 5, for reference.
- The top fanout value on the critical path is 11, for reference.
- Internal power comes to 3.32 mW.
- Total global-route track usage over all layers is 11.1%.
- The CTS buffer count is 9, for reference.
- The number of nets with antenna violations after routing is 0, for reference.
- The instance count of the mapped netlist is 661, for reference.
- Setup repair after global routing could not meet its margin everywhere.
- In this run the biggest area consumer among cell types represents 24.0% of the synthesized area.
- The vertical die dimension reported for this design is 143 um.
- The cell area reported after detailed placement is 6690 um^2, for reference.
- The most used flip-flop cell after synthesis is sky130_fd_sc_hd__dfxtp_1.
- The flip-flop and latch count after synthesis is 116, for reference.
- For this design the static power due to leakage is 2.67 nW.
- The core utilization before placement is 30.5%, for reference.
- The clock reaches the later pin of the worst-skew pair after 0.34 ns.
- The clock network accounts for 44.7% of the total power.
- The region available for standard cell placement spans 19,400 um^2.
- The count of pins on the block boundary is 15, for reference.
- The area added between synthesis and finish is 19.9%, for reference.
- The clock passes through at most 2 buffers.
- After detailed placement, the design holds a cell count of 959.
-- registers in the layout (all words and copies together) (netlist names) --
signal,count
ssd.digit_select,2
ssd.an,4
debounce_start.clean_button,1
count_display,17
debounce_reset.clean_button,1
debounce_start.button_state,1
sw.running,1
clk_div.count_10hz,27
debounce_reset.count,20
clk_1khz,1
debounce_reset.button_state,1
sw.sec_tens,4
debounce_start.count,20
sw.tenths,4
ssd.seg,7
clk_div.clk_10hz,1
sw.sec_ones,4
-- power groups by stage --
stage	clock, mW	combinational (mW)	sequential, mW
finish	1.87	0.127	2.19
global route	2.00	0.144	2.20
CTS	1.91	0.122	2.19
-- timing repair --
| item | CTS | global route |
|---|---|---|
| setup buffers | 0 | 1 |
| pin swaps | 1 | 0 |
| cloned | 0 | 1 |
| setup endpoints to repair | 4 | 24 |
| endpoints found under the hold margin | 0 | 0 |
| resized | 2 | 16 |
-- worst paths after layout --
check                                         end  slack (ns)  depth (start not counted)
max in group asynchronous  clk_div.count_10hz[22]        1.06                          2
max                         clk_div.count_10hz[7]        0.02                          5
max reg2reg                 clk_div.count_10hz[7]        0.02                          5
min                         clk_div.count_10hz[8]        0.39                          2
min in group clk0                count_display[0]        0.46                          1
min reg2reg                 clk_div.count_10hz[8]        0.39                          2
-- area by class of cell --
type,count,area (um^2)
Inverter,46,173
Fill cell,1946,12300
Multi-Input combinational cell,474,3180
Clock buffer,11,243
Tap cell,265,332
Clock inverter,5,55.1
Timing Repair Buffer,60,553
Sequential cell,116,2570
-- cells by family (layout without fill, tap and decap cells) --
family          Yosys count  after routing
buf+inv                  75            122
mux                       8              8
flops                   116            116
simple gates            262            262
xor+xnor                 55             55
compound gates          114            114
fa+ha+maj                30             30
other cells               1              5
-- routing by layer --
metal / routed length, um / track usage, %
met5: 0 / 0
met4: 145 / 1.47
met3: 249 / 1.06
met2: 4570 / 17.0
met1: 5810 / 17.7
-- metrics by stage --
step / hold slack [ns] / utilization, % / power, mW / setup slack [ns]
global placement: 0.412 / 34.5 / 2.35 / -0.00933
CTS: 0.427 / 36.0 / 4.23 / 0.0245
floorplan: 0.426 / - / 2.29 / -0.0498
global route: 0.479 / 36.6 / 4.34 / -0.0511
finish: 0.388 / 36.6 / 4.19 / 0.0229
detailed placement: 0.419 / 34.5 / 2.36 / -0.0192
-- worst max-delay path: stages (launching register included) --
cell	delay (ns)
sky130_fd_sc_hd__dfrtp_1	0.36
sky130_fd_sc_hd__or4_4	0.54
sky130_fd_sc_hd__a21o_1	0.19
sky130_fd_sc_hd__or2_4	0.26
sky130_fd_sc_hd__clkbuf_16	0.18
sky130_fd_sc_hd__nor3_1	0.18
-- cell usage in the layout (no fill, tap or decap), types with 5 or more instances in the layout --
| cell | instances |
|---|---|
| sky130_fd_sc_hd__a21o_1 | 5 |
| sky130_fd_sc_hd__a21oi_1 | 28 |
| sky130_fd_sc_hd__and3_1 | 6 |
| sky130_fd_sc_hd__and4_1 | 7 |
| sky130_fd_sc_hd__buf_4 | 41 |
| sky130_fd_sc_hd__clkbuf_16 | 10 |
| sky130_fd_sc_hd__clkdlybuf4s50_1 | 14 |
| sky130_fd_sc_hd__conb_1 | 5 |
| sky130_fd_sc_hd__dfrtp_1 | 40 |
| sky130_fd_sc_hd__dfxtp_1 | 71 |
| sky130_fd_sc_hd__edfxtp_1 | 5 |
| sky130_fd_sc_hd__ha_1 | 29 |
| sky130_fd_sc_hd__inv_1 | 46 |
| sky130_fd_sc_hd__nand2_1 | 40 |
| sky130_fd_sc_hd__nand2b_1 | 5 |
| sky130_fd_sc_hd__nand3_1 | 32 |
| sky130_fd_sc_hd__nand4_1 | 13 |
| sky130_fd_sc_hd__nor2_1 | 67 |
| sky130_fd_sc_hd__nor3_1 | 21 |
| sky130_fd_sc_hd__nor3_2 | 9 |
| sky130_fd_sc_hd__nor4_1 | 13 |
| sky130_fd_sc_hd__o21ai_0 | 35 |
| sky130_fd_sc_hd__o221ai_1 | 5 |
| sky130_fd_sc_hd__o31ai_1 | 5 |
| sky130_fd_sc_hd__or3_1 | 12 |
| sky130_fd_sc_hd__or4_1 | 6 |
| sky130_fd_sc_hd__xnor2_1 | 38 |
| sky130_fd_sc_hd__xor2_1 | 17 |
Power figures rest on the tool's default switching activity, not on a simulated workload.
