[flow/constraint.sdc]
current_design top_module

set clk_period 1.3
set clk_io_pct 0.2

create_clock -name clk0 -period $clk_period

set non_clock_inputs [all_inputs -no_clocks]
set_input_delay [expr $clk_period * $clk_io_pct] -clock clk0 $non_clock_inputs
set_output_delay [expr $clk_period * $clk_io_pct] -clock clk0 [all_outputs]
[flow/design.v]
`timescale 1ns/1ps
module top_module(
    input wire[3:0] sw,
    output wire [6:0] a_to_g,
    output wire [7:0] an,
    output wire dp
);
assign an = 8'b11111110;
assign dp = 1;
hex7seg D1(.x(sw), .a_to_g(a_to_g));
endmodule
module hex7seg(
    input wire [3:0] x,
    output reg [6:0] a_to_g
);
always @ (*) begin
    case(x)
    0: a_to_g = 7'b0000001;
    1: a_to_g = 7'b1001111;
    2: a_to_g = 7'b0010010;
    3: a_to_g = 7'b0000110;
    4: a_to_g = 7'b1001100;
    5: a_to_g = 7'b0100100;
    6: a_to_g = 7'b0100000;
    7: a_to_g = 7'b0001111;
    8: a_to_g = 7'b0000000;
    9: a_to_g = 7'b0000100;
    'hA: a_to_g = 7'b0001000;
    'hB: a_to_g = 7'b1100000;
    'hC: a_to_g = 7'b0110001;
    'hD: a_to_g = 7'b1000010;
    'hE: a_to_g = 7'b0110000;
    'hF: a_to_g = 7'b0111000;
    default: a_to_g = 7'b0000001;
endcase
end
endmodule
[flow/config.mk]
export PLATFORM = sky130hd
export DESIGN_NAME = top_module
export DESIGN_NICKNAME = top_module
export VERILOG_FILES = /design/flow/design.v
export SDC_FILE = /design/flow/constraint.sdc
export NUM_CORES = 4
export LEC_CHECK = 1
export CORE_AREA = 10 10 70 70
export DIE_AREA = 0 0 80 80
[flow/run.sh]
#!/bin/bash
# OpenROAD 26Q1-2900-gdf79404cd8, Yosys 0.63+post, stock flow scripts
make -C /OpenROAD-flow-scripts/flow DESIGN_CONFIG=/design/flow/config.mk WORK_HOME=/design/flow/orfs finish
==> notes.md <==
Implementation numbers.

- The flow ran to the end, but the final reports show violations.
- The final reports fail on setup timing.
- The total power per unit cell area is 270 nW/µm².
- Per the gpl log, the routability congestion estimate is 0.800.
- The number of cells reported by Yosys stat comes to 46.
- Per the OpenROAD floorplan log, the height of the die is 80 µm.
- The count of endpoints failing setup in the final report is 3.
- Entering global routing, the biggest net connects 7 pins.
- The total global routing overflow is 0.
- Yosys attributes the largest share of cell area to sky130_fd_sc_hd__ha_1 27%, sky130_fd_sc_hd__buf_4 21%, sky130_fd_sc_hd__o21ai_1 7.7%.
- Per the detail_route report, the via count comes to 338.
- The share of the cycle needed by the critical path after routing is 109%.
- The layout has 390 filler cells.
- Detailed-route iteration 0 reported a violation count of 22.
- The routed design shows a via density per instance of 3.07.
- The number of slew-limit violations in the final report is 0.
- The maximum frequency from static timing analysis is 0.706 GHz.
- The synthesized instance count is 46.
- The final setup TNS is -246 ps.
- The netlist area before placement is 325 µm².
- The warning total across the stage logs is 40.
- The number of placed instances, taps included, is 108.
- Routing resource usage on met2 recorded by global route was 4.74%.
- The worst setup path is launched from a primary input.
- The average footprint of a synthesized cell is 7.07 µm².
- In this run the standard cell core region covers 3420 µm².
- The startpoint of the worst setup timing path is sw[0].
- Before antenna repair, the detailed router went through 2 iterations.
- Summed over all routing layers, the global router reports a total usage of 3.37%.
- The element type at the critical path end is an output port.
- The netlist uses 21 different library cells.
- The type recorded for the worst min-delay path is in -> out.
- The worst ir drop on vdd is 0.0909 mV.
- Per the OpenROAD power report, leakage power amounts to 0.272 nW.
- Buffers placed on the I/O ports in this run total 11.
- The number of cells on the worst hold path is listed as 3.
- The flop count is 0.
- The final timing report derives a shortest allowable period of 1420 ps.
- The initial antenna violation count was 0.
- In this run the count of I/O pins placed on the die edge is 20.
- After the flow finishes, the layout carries non-filler instances totaling 110.
- The share of Yosys cell area claimed by the top area cell type is 26.9%.
- The worst hold path begins at sw[3].
- The via count of the first global-routing pass is 362.
- Cells fill 17.0% of the core in the end.
- Counting the clock-network buffers in the layout gives 0.
- The residual DRC count is 0.
- The first global-routing pass estimated 1.83 mm of wire.
- The routed wire length is 1.05 mm.
- The total cell area reported by yosys after synthesis is 325 µm².
- The layer flagged by global routing as most heavily used is met1.
- The estimated wirelength of the detail-placed design is 783 µm.
- The chip area is 6400 µm².
- The final timing report gives a worst setup slack of -116 ps.
- The largest fanout on the critical path is 3.
- Setup repair after global routing could not meet its margin everywhere.
- Compared with the post-synthesis result, the final layout area differs by 78.1%.
- Counting endpoints that fail hold in the final report gives 0.
- The floorplan core density is 9.52%.
- The worst endpoint required time is 1040 ps.
- The number of routed nets with antenna violations is 0.
- The layout report lists the combined flip-flop and latch area as 0 µm².
- Measured along the x axis, the die boundary spans 80 µm.
- The report counts max-capacitance violations totalling 0.
- For this run, the number of Yosys warnings is 1.
- The arrival time at the worst endpoint is 1160 ps.
- The startpoint-to-endpoint class of the critical path is in -> out.
- The cell taking the most area after synthesis is sky130_fd_sc_hd__ha_1.
- For met1 alone, demand over resource in global routing was 5.34%.
- The floorplan has 21 rows.
- The post-route netlist has 62.5% of its cells at a drive strength greater than 1.
- The routing usage on met3 is 0.682%.
- The fraction of the yosys area taken by sequential cells is 0%.
- The total antenna diodes in the routed design is 0.
- Per the detail_route report, routed wire per instance is 9.50 µm.
==> power by group <==
group,internal [mW],leakage [nW],switching (mW)
sequential,0,0,0
combinational,0.0840,0.272,0.0722
clock,0,0,0
total,0.0840,0.272,0.0722
==> synthesized netlist by cell type (2+ instances only) <==
| cell | number |
|---|---|
| sky130_fd_sc_hd__conb_1 | 2 |
| sky130_fd_sc_hd__buf_4 | 9 |
| sky130_fd_sc_hd__inv_2 | 2 |
| sky130_fd_sc_hd__o21ai_1 | 5 |
| sky130_fd_sc_hd__o22ai_1 | 2 |
| sky130_fd_sc_hd__nand2_1 | 5 |
| sky130_fd_sc_hd__ha_1 | 7 |
==> layout make-up <==
type | instances | area (µm²) | share of cell area [%]
tap | 46 | 57.6 | 9.94
multi-input combinational | 39 | 340 | 58.7
timing repair buffer | 22 | 165 | 28.5
inverter | 3 | 16.3 | 2.81
==> timing repair <==
action / CTS / global route
hold buffers: 0 / 0
pin swaps: 7 / 7
setup buffers: 1 / 0
gates resized: 53 / 13
cloned: 1 / 0
endpoints found under the setup margin: 7 / 7
==> per-layer routing <==
layer | wire length, µm | up-vias | share of wire, %
li1 | - | 172 | -
met1 | 592 | 154 | 57
met2 | 396 | 12 | 38
met3 | 56 | 0 | 5.4
met4 | 0 | 0 | 0
met5 | 0 | - | 0
==> path summary, 6_finish.rpt <==
| path | endpoint | slack, ps |
|---|---|---|
| worst max-delay path | a_to_g[3] | -120 |
| worst min-delay path | a_to_g[2] | 880 |
==> critical path, stage by stage <==
cell	delay, ps
sky130_fd_sc_hd__buf_6	100
sky130_fd_sc_hd__buf_6	120
sky130_fd_sc_hd__ha_4	150
sky130_fd_sc_hd__or2_4	230
sky130_fd_sc_hd__a21oi_2	130
sky130_fd_sc_hd__a31oi_1	50
sky130_fd_sc_hd__buf_2	120
==> kinds of logic after synthesis <==
logic type,share of synthesized area (%)
AND-OR/OR-AND,21.9
AND/OR/NAND/NOR,13.1
adder cells (fa/ha/maj),26.9
other,2.31
multiplexers,6.54
buffers and inverters,29.2
==> cell usage in the layout, fill, tap and decap left out, drive strengths merged, types with 2 or more instances in the layout <==
cell type / count
nand2: 6
o22ai: 2
buf: 21
inv: 3
o21ai: 5
conb: 9
ha: 7
==> stage by stage <==
| stage | area, µm² | worst slack [ps] | hold WS [ps] | power [mW] |
|---|---|---|---|---|
| 2_1_floorplan | 352 | 208 | 620 | 0.0697 |
| 3_3_place_gp | 503 | -972 | 1650 | 0.135 |
| 3_5_place_dp | 503 | -976 | 1640 | 0.134 |
| 4_1_cts | 569 | -122 | 1000 | 0.146 |
| 5_1_grt | 579 | -153 | 915 | 0.177 |
| 6_report | 579 | -116 | 885 | 0.156 |
Power is estimated from default activity; no workload was simulated.
